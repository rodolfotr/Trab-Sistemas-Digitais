`flow/design.v`:
```
module Led(input CLOCK_50, output [1:0]LEDR);
    reg [32:0] counter;
    reg state = 0;
    assign LEDR[0] = state;
    assign LEDR[1] = ~state;
    always @(posedge CLOCK_50) begin
        if (counter == 50000000) begin
            state = ~state;
            counter = 0;
        end else begin
            counter <= counter + 1;
        end
    end
endmodule
```
`flow/run.sh`:
```
#!/bin/bash
# OpenROAD 26Q1-2900-gdf79404cd8, Yosys 0.63+post, stock flow scripts
make -C /OpenROAD-flow-scripts/flow DESIGN_CONFIG=/design/flow/config.mk WORK_HOME=/design/flow/orfs finish
```
`flow/config.mk`:
```
export PLATFORM = sky130hd
export DESIGN_NAME = Led
export DESIGN_NICKNAME = Led
export VERILOG_FILES = /design/flow/design.v
export SDC_FILE = /design/flow/constraint.sdc
export NUM_CORES = 4
export LEC_CHECK = 1
export CORE_AREA = 10 10 108 108
export DIE_AREA = 0 0 118 118
```
`flow/constraint.sdc`:
```
current_design Led

set clk_period 3.9
set clk_io_pct 0.2

create_clock -name clk0 -period $clk_period [get_ports {CLOCK_50}]

set non_clock_inputs [all_inputs -no_clocks]
set_input_delay [expr $clk_period * $clk_io_pct] -clock clk0 $non_clock_inputs
set_output_delay [expr $clk_period * $clk_io_pct] -clock clk0 [all_outputs]
```
==> ci_impl_report.md <==
## Implementation flow summary

| Metric | Value |
|---|---|
| Place WS | `1.98 ns` |
| Worst path required time | `3.12 ns` |
| Htree depth | `2` |
| Total tool warning count | `26` |
| DRC Markers | `0` |
| Initial antenna violation count | `0` |
| Number of CTS-inserted buffers | `5` |
| Slew Limit Fails | `0` |
| Synth Seq Share | `42.4%` |
| CP Class | `flop to output pin` |
| DRT Pass-1 Iters | `4` |
| Worst setup SP type | `flop` |
| Netlist Area Pre-Place | `1630 um2` |
| CTS sink count | `34` |
| Warnings from Yosys | `1` |
| Vias post-DR | `1283` |
| Resized Gates After CTS | `0` |
| Clock Skews | `0.00529 ns` |
| Die Ht | `118 um` |
| Synth-to-Final Area Change | `15.3%` |
| Worst hold path cell count | `1` |
| CP Data Arrival Time | `1.20 ns` |
| Final cell count without fillers | `307` |
| Io pins | `3` |
| Cell taking the most area after synthesis | `dfxtp_1` |
| Dominant flop cell | `dfxtp_1` |
| YS chip area | `1630 um2` |
| RSZ-0062 raised after global routing | `no` |
| Fp_density | `17.6%` |
| Period minus WS final | `1.98 ns` |
| Antenna Nets Post-Route | `0` |
| FFs w/ async S/R, synth | `0%` |
| Max incr delay on CP | `0.46 ns` |
| DRT Wirelength | `3.19 mm` |
| Layout cells sized above 1 | `7.30%` |
| Post-synth EDFFs | `1` |
| Synth Area per Inst | `9.59 um2` |
| CORE AREA | `9280 um2` |
| Cell Rows | `35` |
| R2R depth | `6` |
| Crit path cell chain | `inv_1 > clkdlybuf4s50_1` |
| Biggest area cells | `dfxtp_1 41%, xnor2_1 9.1%, nand4_1 4.6%, nor2_1 3.7%, nand3_1 3.4%` |
| Initial drt markers | `56` |
| Final Setup Violations | `0` |
| Maxcap violations | `0` |
| Critical path's top delay family | `buffers and inverters` |
| Port buffer count | `2` |
| Min-delay src | `counter[32]` |
| Status | `finished clean` |
| RePlAce Congestion | `0.837` |
| Tightest Pin Transition | `0.543 ns` |
| Worst R2R Start | `counter[0]` |
| P_leak | `0.579 nW` |
| CP bufs+invs | `2` |
| Critical Path Sink Type | `output pin` |
| Final Cycle Share | `50.7%` |
| ANT cells | `0` |
| Vias per cell | `4.18` |
| Max-slew headroom | `63.5%` |
| Pin count of the biggest net entering global routing | `11` |
| Remaining global-route overflow | `0` |
| Final core utilization | `20.3%` |
| Vias in the first global route | `1200` |
| Post-CTS Setup Inserts | `0` |
| Avg WL per Cell | `10.4 um` |
| Min-delay worst type | `flop to flop` |
| CTS root buf | `clkbuf_8` |
| Max Freq | `506 MHz` |
| Synth unique cells | `35` |
| Die Size | `13900 um2` |
| Post-Place Cells | `300` |
| All-Layer GR Usage | `4.65%` |
| CTS tree | `yes` |
| Clk pin slew, worst setup/hold paths | `0.06 ns` |
| First-pass GRT wire length | `5.67 mm` |
| Worst vdd ir | `114 uV` |
| Setup TNS after final layout | `0 ns` |
| Clock Latency Late Sink | `0.28 ns` |
| Area leader share | `40.5%` |
| # Cells Yosys | `170` |
| Setup WS post-layout | `1.92 ns` |
| Fillers | `1040` |
| Cells after synthesis | `170` |
| RR Endpoint | `counter[1]` |
| Hold EP | `counter[32]` |
| Cell with the most instances after synthesis | `dfxtp_1` |
| Buffer depth of the longest clock path | `2` |
| Die X | `118 um` |
| Yosys reg bits | `34` |
| Final hold viol count | `0` |
| PwrDens | `311 nW/um2` |
| CTS Hold Bufs | `0` |
| Maximum fanout along the worst path | `2` |
| Reg2reg setup slack | `1.93 ns` |
| Synth cell count leaders | `33 x dfxtp_1, 17 x xnor2_1, 16 x nor2_1, 12 x nand4_1, 11 x nand3_1` |
| HPWL Detailed | `2.33 mm` |
| Slowest CP cell | `clkdlybuf4s50_1` |
[power by group]
group	total (mW)	internal (mW)	switching (mW)
clock network	0.237	0.123	0.114
logic	0.000000264	0	0
registers	0.349	0.349	0
total	0.585	0.471	0.114
[per-layer routing]
layer / global-route usage [%] / routed length, um / vias up
met5: 0 / 0 / -
met1: 6.54 / 1620 / 598
met4: 0.696 / 53 / 0
met2: 7.03 / 1340 / 31
met3: 1.36 / 174 / 7
li1: - / - / 647
[worst max-delay path by stage]
stage,slack [ns],start,cells past startpoint,end
6_report,1.92,state,2,LEDR[1]
5_1_grt,1.78,counter[0],6,counter[14]
4_1_cts,1.89,state,2,LEDR[1]
[worst reg2reg max path, cell delays in order, from the launching register on]
cell and delay (ns):
dfxtp_1 0.34, inv_1 0.07, ha_1 0.13, nor4b_1 0.37, nand4_2 0.35, nor3_4 0.50
nor2b_1 0.09
[final cells by class]
type	count	area, um2	share of cell area (%)
Clock buffer	7	76.3	4.06
Multi-Input combinational cell	128	906	48.2
Timing Repair Buffer	2	20.0	1.06
Sequential cell	34	691	36.7
Inverter	7	26.3	1.40
Tap cell	129	161	8.58
[state kept, by name, summed over array words and instances, names as in the netlist]
name,cells
counter,33
state,1
[metrics by stage]
| step | instance area, um2 | hold slack, ns | power [mW] |
|---|---|---|---|
| floorplan | 1630 | 0.435 | 0.356 |
| global route | 1880 | 0.511 | 0.613 |
| finish | 1880 | 0.475 | 0.585 |
| CTS | 1880 | 0.474 | 0.596 |
| detailed placement | 1800 | 0.452 | 0.356 |
| global placement | 1800 | 0.452 | 0.356 |
[kinds of logic (layout without fill, tap and decap cells)]
logic type      after synthesis  count (layout)  share of synthesized area, %
simple gates                 83              83                          33.5
mux                           4               4                          2.46
buf+inv                       8              16                          2.07
fa+ha+maj                     2               2                          1.53
flops                        34              34                          42.4
xor+xnor                     22              22                          11.8
compound gates               17              17                          6.22
[cell usage in the layout, fill, tap and decap left out, types with 2 or more instances in the layout]
master / synthesis / final
ha_1: 2 / 2
and2_1: 2 / 2
o21ai_0: 7 / 7
nand4_1: 12 / 12
nor4_1: 7 / 7
inv_1: 7 / 7
nand2_1: 7 / 7
clkbuf_1: 0 / 2
nor2_1: 16 / 16
nor4_4: 2 / 2
nor3_1: 5 / 5
mux2i_1: 4 / 4
and4_1: 4 / 4
dfxtp_1: 33 / 33
a21oi_1: 3 / 3
xnor2_1: 17 / 17
nand4_4: 2 / 2
clkbuf_8: 0 / 5
nand3_1: 11 / 11
nor4b_1: 2 / 2
xor2_1: 5 / 5
and3_1: 4 / 4
clkdlybuf4s50_1: 0 / 2
a31oi_1: 4 / 4
No activity file was given, so power comes from the tool's default toggle rates.
